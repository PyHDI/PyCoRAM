==> flow/design.v <==
module DMAC_IOREGISTER #
  (
   parameter W_D = 32,  
   parameter W_A = 5,  
   parameter W_EXT_A = 32,  
   parameter ADDRMASK_WIDTH = 2,  
   parameter W_BOUNDARY_A = 12,  
   parameter W_BLEN = 8,  
   parameter MAX_BURST_LEN = 256,  
   parameter FIFO_ADDR_WIDTH = 4,
   parameter ASYNC = 1
   )
  (
   input wire ACLK,
   input wire ARESETN,
   input                    coram_clk,
   input                    coram_rst,
   input      [W_A-1:0]     coram_addr,
   input      [W_D-1:0]     coram_d,
   input                    coram_we,
   output     [W_D-1:0]     coram_q,
   input wire               awvalid,
   input wire [W_EXT_A-1:0] awaddr,
   input wire [W_BLEN-1:0]  awlen,
   output reg               awready,
   input wire               wvalid,
   input wire [W_D-1:0]     wdata,
   input wire [(W_D/8)-1:0] wstrb,
   input wire               wlast,
   output wire              wready,
   input wire               arvalid,
   input wire [W_EXT_A-1:0] araddr,
   input wire [W_BLEN-1:0]  arlen,
   output reg               arready,
   output reg               rvalid,
   output     [W_D-1:0]     rdata,
   output wire              rlast,
   input wire               rready
   );
  reg aresetn_r;
  reg aresetn_rr;
  reg aresetn_rrr;
  always @(posedge ACLK) begin
    aresetn_r <= ARESETN;
    aresetn_rr <= aresetn_r;
    aresetn_rrr <= aresetn_rr;
  end
  reg [W_A-1:0] addr_buf;
  reg [W_A-1:0] waddr_cdc_from;
  reg [W_D-1:0] wdata_cdc_from;
  reg wvalid_cdc_from;
  reg [W_A-1:0] waddr_cdc_to;
  reg [W_D-1:0] wdata_cdc_to;
  reg wvalid_cdc_to;
  reg [W_A-1:0] coram_addr_cdc_from;
  reg [W_D-1:0] coram_d_cdc_from;
  reg coram_we_cdc_from;
  reg [W_A-1:0] coram_addr_cdc_to;
  reg [W_D-1:0] coram_d_cdc_to;
  reg coram_we_cdc_to;
  generate if(ASYNC) begin : async
    dmac_ioregister_ram # (.W_A(W_A), .W_D(W_D))
    inst_ram_coram (.CLK(coram_clk), 
                    .ADDR0(coram_addr), .D0(coram_d), .WE0(coram_we), .Q0(coram_q),
                    .ADDR1(waddr_cdc_to), .D1(wdata_cdc_to), .WE1(wvalid_cdc_to), .Q1());
    dmac_ioregister_ram # (.W_A(W_A), .W_D(W_D))
    inst_ram_bus (.CLK(ACLK), 
                  .ADDR0(coram_addr_cdc_to), .D0(coram_d_cdc_to), .WE0(coram_we_cdc_to), .Q0(),
                  .ADDR1(addr_buf), .D1(wdata), .WE1(wvalid), .Q1(rdata));
    always @(posedge ACLK) begin
    end
    always @(posedge coram_clk) begin
    end
    always @(posedge ACLK) begin
      wvalid_cdc_from <= wvalid;
      wdata_cdc_from <= wdata;
      waddr_cdc_from <= addr_buf;
    end
    always @(posedge coram_clk) begin
      wvalid_cdc_to <= wvalid_cdc_from;
      wdata_cdc_to <= wdata_cdc_from;
      waddr_cdc_to <= waddr_cdc_from;
    end
    always @(posedge coram_clk) begin
      coram_we_cdc_from <= coram_we;
      coram_d_cdc_from <= coram_d;
      coram_addr_cdc_from <= coram_addr;
    end
    always @(posedge ACLK) begin
      coram_we_cdc_to <= coram_we_cdc_from;
      coram_d_cdc_to <= coram_d_cdc_from;
      coram_addr_cdc_to <= coram_addr_cdc_from;
    end
  end else begin : sync
    dmac_ioregister_ram # (.W_A(W_A), .W_D(W_D))
    inst_ram (.CLK(ACLK), 
              .ADDR0(coram_addr), .D0(coram_d), .WE0(coram_we), .Q0(coram_q),
              .ADDR1(addr_buf), .D1(wdata), .WE1(wvalid), .Q1(rdata));
    always @(posedge ACLK) begin
      if(coram_we) begin
      end
      if(wvalid) begin
      end
    end
  end endgenerate
  reg read_busy;
  reg write_busy;
  reg [W_EXT_A:0] read_count;
  reg [W_EXT_A:0] write_count;
  always @(posedge ACLK) begin
    if(aresetn_rrr == 0) begin
      awready <= 0;
      arready <= 0;
      rvalid <= 0;
      addr_buf <= 0;
      read_busy <= 0;
      write_busy <= 0;
      read_count <= 0;
      write_count <= 0;
    end else if(read_busy) begin
      awready <= 0;
      arready <= 0;
      rvalid <= 1;
      if(rready) begin
        read_count <= read_count - 1;
        addr_buf <= addr_buf + 1;
        if(read_count == 1) begin
          rvalid <= 0;
          read_busy <= 0;
        end
      end
    end else if(write_busy) begin
      awready <= 0;
      arready <= 0;
      rvalid <= 0;
      if(wvalid) begin
        write_count <= write_count - 1;
        addr_buf <= addr_buf + 1;
        if(write_count == 1) begin
          write_busy <= 0;
        end
      end
    end else begin
      awready <= 0;
      arready <= 0;
      rvalid <= 0;
      read_count <= 0;
      write_count <= 0;
      if(awvalid) begin
        write_busy <= 1;
        awready <= 1;
        addr_buf <= awaddr >> ADDRMASK_WIDTH;
        write_count <= awlen + 1;
      end else if(arvalid) begin
        read_busy <= 1;
        arready <= 1;
        rvalid <= 1;
        addr_buf <= araddr >> ADDRMASK_WIDTH;
        read_count <= arlen + 1;
      end
    end
  end
  assign wready = write_busy;
  assign rlast = (read_count == 0);
endmodule
module dmac_ioregister_ram(CLK, 
                           ADDR0, D0, WE0, Q0,
                           ADDR1, D1, WE1, Q1);
  parameter W_A = 10;
  parameter W_D = 32;
  localparam LEN = 2 ** W_A;
  input            CLK;
  input  [W_A-1:0] ADDR0;
  input  [W_D-1:0] D0;
  input            WE0;
  output [W_D-1:0] Q0;
  input  [W_A-1:0] ADDR1;
  input  [W_D-1:0] D1;
  input            WE1;
  output [W_D-1:0] Q1;
  reg [W_D-1:0] mem [0:LEN-1];
  always @(posedge CLK) begin
    if(WE0) mem[ADDR0] <= D0;
    if(WE1) mem[ADDR1] <= D1;
  end
  assign Q0 = mem[ADDR0];
  assign Q1 = mem[ADDR1];
endmodule
==> flow/run.sh <==
#!/bin/bash
# OpenROAD 26Q1-2900-gdf79404cd8, Yosys 0.63+post, stock flow scripts
make -C /OpenROAD-flow-scripts/flow DESIGN_CONFIG=/design/flow/config.mk WORK_HOME=/design/flow/orfs finish
==> flow/config.mk <==
export PLATFORM = sky130hd
export DESIGN_NAME = DMAC_IOREGISTER
export DESIGN_NICKNAME = DMAC_IOREGISTER
export VERILOG_FILES = /design/flow/design.v
export SDC_FILE = /design/flow/constraint.sdc
export NUM_CORES = 4
export LEC_CHECK = 1
export CORE_UTILIZATION = 30
==> flow/constraint.sdc <==
current_design DMAC_IOREGISTER

set clk_period 19.3
set clk_io_pct 0.2

create_clock -name clk0 -period $clk_period [get_ports {ACLK}]
create_clock -name clk1 -period $clk_period [get_ports {coram_clk}]

set non_clock_inputs [all_inputs -no_clocks]
set_input_delay [expr $clk_period * $clk_io_pct] -clock clk0 $non_clock_inputs
set_output_delay [expr $clk_period * $clk_io_pct] -clock clk0 [all_outputs]
==> Slide: Implementation Results <==
Key Metrics from the Run

Outcome
  – Outcome: finished, final reports clean

Placed design
  – I/O Buffers: 170
  – HPWL after detailed placement: 209000 µm
  – GPL Wtd Cong: ~0.88
  – Setup Slack @ Placement: between 7 and 8 ns

Critical path
  – R2R cell count: 6
  – R2R Path Start: waddr_cdc_to[4]
  – Worst EP arrival: between 8 and 9 ns
  – Worst setup path end: coram_q[29]
  – Crit path DRT: 15.44 ns
  – Crit end category: output port
  – Worst reg-to-reg setup slack: 15.46 ns
  – Worst setup startpoint: coram_addr[0]
  – Worst-path fanout max: 34
  – Crit path kind: in2out
  – Crit Reg-Reg Endpoint: async.inst_ram_coram.mem[17][19]
  – CP startpoint kind: input port

Yosys
  – Flops after synth: approximately 2.3k
  – Top cells, area: edfxtp_1, mux2_2, mux4_2
  – YS chip area: 110000 µm²
  – Synth warnings: 2
  – Post-synth ARST share: 0
  – Area leader, netlist: edfxtp_1
  – Register share after synthesis: 0.603
  – Number of synthesized flops with an enable pin: 2048
  – Synth Cell Area: about 110000 µm²
  – Cells in synth_stat.txt: about 6.6k
  – Synth Instances: between 6k and 7k
  – Area leader share: 0.560
  – Cell Type Count: around 66
  – Synthesized area per cell: roughly 17 µm²
  – Synth Flop Type: edfxtp_1

GRT
  – Overall Global Routing Usage: 0.209
  – Vias in the first global route: a little under 70k
  – First-pass GRT wire length: approximately 510000 µm
  – Grt total ovfl: 0
  – Initial antenna violation count: 29
  – Pin count of the biggest net entering global routing: between 80 and 90

Floorplanning
  – Core Box Area: approximately 360000 µm²
  – # rows: approximately 220
  – Pre-Place Util: 0.302
  – Width of the die: around 600 µm
  – Die ar.: around 370000 µm²
  – Io pins: approximately 230
  – Die height: slightly above 600 µm

Timing
  – Fin. max-slew vios: 0
  – TNS Setup: 0 ns
  – Max-slew headroom: 0.320
  – Worst Max-Slew Pin Slew: 1.02 ns
  – Count of final setup violators: 0
  – Max Clock Skew: 0.0879 ns
  – Worst Slack Setup Final: approximately 7.4 ns
  – Final hold vios: 0
  – RSZ-0062 raised after global routing: false

Routing
  – Detail Route Antenna Nets: 0
  – Vias per cell: between 5 and 6
  – Drt pass-1 iters: 6
  – Drt drc: 0
  – Via count of the routed design: about 63k
  – Detailed Route WL: approximately 370000 µm
  – WL per Instance: between 30 and 40 µm
  – 1st-iter DRT viols: between 4k and 5k

Power and ir drop
  – VDD IR-drop max: about 0.091 mV
  – Pwr/cell area: around 94 nW/µm²
  – Leak Pwr: roughly 39 nW

Final layout
  – Area grow syn2layout: 15.0%
  – Reg area: roughly 66000 µm²
  – Comb. cell area: roughly 42000 µm²
  – # fillers: between 30k and 40k
  – Layout cells sized above 1: 0.510

Job
  – Max-cap violations: 0
  – Tool Warnings: between 90 and 100

CTS
  – PostCTS Resize Cnt: 0
  – CTS tree: yes
  – Cts hold-fix bufs: 0
  – Num Clock Sinks: 2283
  – Clock-pin slew on the worst setup and hold paths: 0.06 ns
  – Postcts setup bufs: 0

Hold path
  – Hold Crit Class: reg2reg
==> worst min-delay path by stage <==
stage	startpoint	endpoint	slack, ns	cells past startpoint
final	waddr_cdc_from[2]	waddr_cdc_to[2]	0.28	0
after global routing	waddr_cdc_from[2]	waddr_cdc_to[2]	0.29	0
after CTS	waddr_cdc_from[2]	waddr_cdc_to[2]	0.28	0
==> state kept, by name (all words and copies together), names as in the netlist, 5 cells and up, named ones only <==
signal / cells
addr_buf: 5
async.inst_ram_bus.mem: 1024
async.inst_ram_coram.mem: 1024
coram_addr_cdc_from: 5
coram_addr_cdc_to: 5
coram_d_cdc_from: 32
coram_d_cdc_to: 32
read_count: 33
waddr_cdc_from: 5
waddr_cdc_to: 5
wdata_cdc_from: 32
wdata_cdc_to: 32
write_count: 33
==> power breakdown <==
part	switching (mW)	internal [mW]
registers	0.0806	5.55
logic	0.946	0.734
clock network	1.99	2.59
total	3.02	8.87
==> routing by layer <==
| metal | share of wire | track usage | up-vias |
|---|---|---|---|
| met4 | 0.038 | 0.0653 | 36 |
| met1 | 0.32 | 0.224 | 31900 |
| met5 | 0.0024 | 0.0206 | - |
| met3 | 0.16 | 0.153 | 740 |
| met2 | 0.48 | 0.323 | 3941 |
| li1 | - | - | 26300 |
==> metrics by stage <==
| stage | hold WS [ns] | util | cell area [µm²] | std cells | total power, mW |
|---|---|---|---|---|---|
| floorplan | 0.310 | - | 110000 | 6590 | 6.71 |
| global route | 0.293 | 0.347 | 126000 | 11600 | 12.3 |
| finish | 0.281 | 0.348 | 126000 | 11600 | 11.9 |
| global placement | 0.312 | 0.326 | 119000 | 11100 | 7.39 |
| CTS | 0.283 | 0.347 | 126000 | 11600 | 12.0 |
| detailed placement | 0.312 | 0.326 | 119000 | 11100 | 7.41 |
==> kinds of logic (layout without fill, tap and decap cells) <==
family	count (synthesis)	after routing	share of synthesized area
xor gates and xnor gates	35	35	0.00279
other	0	21	0
buffers and inverters	807	977	0.0283
muxes	2575	2575	0.316
AOI/OAI and AO/OA	411	411	0.0251
DFF	2283	2283	0.603
and+or+nand+nor	469	469	0.0236
adders and majority gates	10	10	0.00114
==> cell usage after synthesis (7+ instances only) <==
master    count
a21oi_1      17
a22oi_1     132
and2_1       10
and3_1        9
buf_1        55
buf_2        59
clkbuf_1    681
dfxtp_1     235
edfxtp_1   2048
ha_1         10
inv_1        12
mux2_1       16
mux2_2     2032
mux2i_1      15
mux4_2      512
nand2_1      76
nand2b_1     12
nand3_1      43
nand3b_1     19
nand4_1      43
nor2_1      111
nor2b_1       9
nor3_1       21
nor3b_1      10
nor4_1       48
o21ai_0      39
o22ai_1     183
or2_2         7
or3_1         9
or3b_2        9
or4_1        11
xnor2_1      12
xor2_1       23
==> cells in the final DEF (no fill, tap or decap), types with 46 or more instances in the layout <==
cell / count
a22oi_1: 132
buf_4: 362
clkbuf_1: 54
clkbuf_16: 232
clkdlybuf4s50_1: 168
dfxtp_1: 233
edfxtp_1: 2048
mux2_2: 2032
mux4_2: 512
nand2_1: 58
nor2_1: 62
nor2_4: 49
nor4_1: 46
o22ai_1: 135
o22ai_4: 48
==> final cells by class <==
type,count,area share
Antenna cell,21,0.000416
Tap cell,4794,0.0475
Clock inverter,106,0.00890
Clock buffer,324,0.0517
Inverter,12,0.000357
Timing Repair Buffer,535,0.0356
Sequential cell,2283,0.524
Multi-Input combinational cell,3500,0.331
==> critical path, stage by stage <==
cell and delay [ns]:
buf_8 0.32, buf_4 0.67, buf_4 0.64, buf_4 0.59
mux4_2 0.58, a22oi_1 0.20, nand4_1 0.51, clkdlybuf4s50_1 0.61
Power and IR drop assume default switching activity.
