===== /design/flow/config.mk =====
export PLATFORM = sky130hd
export DESIGN_NAME = dmac_memory_issued_cmd_queue
export DESIGN_NICKNAME = dmac_memory_issued_cmd_queue
export VERILOG_FILES = /design/flow/design.v
export SDC_FILE = /design/flow/constraint.sdc
export NUM_CORES = 4
export LEC_CHECK = 1
export CORE_UTILIZATION = 50

===== /design/flow/constraint.sdc =====
current_design dmac_memory_issued_cmd_queue

set clk_period 17.3
set clk_io_pct 0.2

create_clock -name clk0 -period $clk_period [get_ports {clk}]

set non_clock_inputs [all_inputs -no_clocks]
set_input_delay [expr $clk_period * $clk_io_pct] -clock clk0 $non_clock_inputs
set_output_delay [expr $clk_period * $clk_io_pct] -clock clk0 [all_outputs]

===== /design/flow/design.v =====
module dmac_memory_cmd_queue #
  (
   parameter W_EXT_A = 32,
   parameter FIFO_ADDR_WIDTH = 4,
   parameter ASYNC = 1
   )
  (
   input                    tail_clk,
   input                    tail_rst,
   input                    head_clk,
   input                    head_rst,
   input [W_EXT_A-1:0]      tail_ext_addr,  
   input [W_EXT_A-1:0]      tail_core_addr,  
   input                    tail_read_enable,
   input                    tail_write_enable,
   input [W_EXT_A:0]        tail_word_size,  
   output [W_EXT_A-1:0]     head_ext_addr,  
   output [W_EXT_A-1:0]     head_core_addr,  
   output                   head_read_enable,
   output                   head_write_enable,
   output [W_EXT_A:0]       head_word_size,  
   input                    enq,
   output                   full,
   output                   almost_full,
   input                    deq,
   output                   empty,
   output                   almost_empty
   );
  localparam FIFO_DATA_WIDTH = (W_EXT_A) + (W_EXT_A) + (1) + (1) + (W_EXT_A + 1);
  wire [FIFO_DATA_WIDTH-1:0] data_in;
  wire [FIFO_DATA_WIDTH-1:0] data_out;
  assign data_in = {tail_ext_addr, tail_core_addr,
                    tail_read_enable, tail_write_enable,
                    tail_word_size};
  assign {head_ext_addr, head_core_addr,
          head_read_enable, head_write_enable,
          head_word_size} = data_out;
  dmac_memory_fifo #
    (
     .ADDR_LEN(FIFO_ADDR_WIDTH),
     .DATA_WIDTH(FIFO_DATA_WIDTH),
     .ASYNC(ASYNC)
     )
  inst_dmac_memory_fifo
    (
     .CLK0(head_clk),
     .RST0(head_rst),
     .Q(data_out),
     .DEQ(deq),
     .EMPTY(empty),
     .ALM_EMPTY(almost_empty),
     .CLK1(tail_clk),
     .RST1(tail_rst),
     .D(data_in),
     .ENQ(enq),
     .FULL(full),
     .ALM_FULL(almost_full)
     );
endmodule  
module dmac_memory_issued_cmd_queue #
  (
   parameter W_EXT_A = 32,
   parameter FIFO_ADDR_WIDTH = 4
   )
  (
   input                    clk,
   input                    rst,
   input [W_EXT_A-1:0]      tail_core_addr,  
   input                    tail_read_enable,
   input                    tail_write_enable,
   input                    tail_burst_trunc,
   input [W_EXT_A:0]        tail_word_size,  
   output [W_EXT_A-1:0]     head_core_addr,  
   output                   head_read_enable,
   output                   head_write_enable,
   output                   head_burst_trunc,
   output [W_EXT_A:0]       head_word_size,  
   input                    enq,
   output                   full,
   output                   almost_full,
   input                    deq,
   output                   empty,
   output                   almost_empty
   );
  localparam FIFO_DATA_WIDTH = (W_EXT_A) + (1) + (1) + (1) + (W_EXT_A + 1);
  wire [FIFO_DATA_WIDTH-1:0] data_in;
  wire [FIFO_DATA_WIDTH-1:0] data_out;
  assign data_in = {tail_core_addr,
                    tail_read_enable, tail_write_enable, tail_burst_trunc,
                    tail_word_size};
  assign {head_core_addr,
          head_read_enable, head_write_enable, head_burst_trunc,
          head_word_size} = data_out;
  dmac_memory_fifo #
    (
     .ADDR_LEN(FIFO_ADDR_WIDTH),
     .DATA_WIDTH(FIFO_DATA_WIDTH),
     .ASYNC(0)
     )
  inst_dmac_memory_fifo
    (
     .CLK0(clk),
     .RST0(rst),
     .Q(data_out),
     .DEQ(deq),
     .EMPTY(empty),
     .ALM_EMPTY(almost_empty),
     .CLK1(clk),
     .RST1(rst),
     .D(data_in),
     .ENQ(enq),
     .FULL(full),
     .ALM_FULL(almost_full)
     );
endmodule  
module dmac_memory_fifo(CLK0, RST0, Q, DEQ, EMPTY, ALM_EMPTY,
                        CLK1, RST1, D, ENQ,  FULL,  ALM_FULL);
  parameter ADDR_LEN = 10;
  parameter DATA_WIDTH = 32;
  parameter ASYNC = 1;
  localparam MEM_SIZE = 2 ** ADDR_LEN;
  input                   CLK0;
  input                   RST0;
  output [DATA_WIDTH-1:0] Q;
  input                   DEQ;
  output                  EMPTY;
  output                  ALM_EMPTY;
  input                   CLK1;
  input                   RST1;
  input  [DATA_WIDTH-1:0] D;
  input                   ENQ;
  output                  FULL;
  output                  ALM_FULL;
  reg EMPTY;
  reg ALM_EMPTY;
  reg FULL;
  reg ALM_FULL;
  reg [ADDR_LEN-1:0] head;
  reg [ADDR_LEN-1:0] tail;
  reg [ADDR_LEN-1:0] gray_head_cdc_from;
  reg [ADDR_LEN-1:0] gray_tail_cdc_from;
  reg [ADDR_LEN-1:0] d_gray_head_cdc_to;
  reg [ADDR_LEN-1:0] d_gray_tail_cdc_to;
  reg [ADDR_LEN-1:0] dd_gray_head;
  reg [ADDR_LEN-1:0] dd_gray_tail;
  wire ram_we;
  assign ram_we = ENQ && !FULL;
  function [ADDR_LEN-1:0] to_gray;
    input [ADDR_LEN-1:0] in;
    to_gray = in ^ (in >> 1);
  endfunction
  function [ADDR_LEN-1:0] mask;
    input [ADDR_LEN-1:0] in;
    mask = in[ADDR_LEN-1:0];
  endfunction
  generate if(ASYNC) begin
    always @(posedge CLK0) begin
      if(RST0) begin
        head <= 0;
        gray_head_cdc_from <= 0;
      end else begin
        if(!EMPTY && DEQ) head <= head == (MEM_SIZE-1)? 0 : head + 1;
        if(!EMPTY && DEQ) gray_head_cdc_from <= head == (MEM_SIZE-1)? to_gray(0) : to_gray(head + 1);
      end
    end
    always @(posedge CLK1) begin
      if(RST1) begin
        tail <= 0;
        gray_tail_cdc_from <= 0;
      end else begin
        if(!FULL && ENQ) tail <= tail == (MEM_SIZE-1)? 0 : tail + 1;
        if(!FULL && ENQ) gray_tail_cdc_from <= tail == (MEM_SIZE-1)? to_gray(0) : to_gray(tail + 1);
      end
    end
    always @(posedge CLK1) begin
      d_gray_head_cdc_to <= gray_head_cdc_from;
      dd_gray_head <= d_gray_head_cdc_to;
    end
    always @(posedge CLK0) begin
      d_gray_tail_cdc_to <= gray_tail_cdc_from;
      dd_gray_tail <= d_gray_tail_cdc_to;
    end
    always @(posedge CLK0) begin
      if(RST0) begin
        EMPTY <= 1'b1;
        ALM_EMPTY <= 1'b1;
      end else begin
        if(DEQ && !EMPTY) begin
          EMPTY <= (dd_gray_tail == to_gray(head+1));
          ALM_EMPTY <= (dd_gray_tail == to_gray(head+2)) || (dd_gray_tail == to_gray(head+1));
        end else begin
          EMPTY <= (dd_gray_tail == to_gray(head));
          ALM_EMPTY <= (dd_gray_tail == to_gray(head+1)) || (dd_gray_tail == to_gray(head));
        end
      end
    end
    always @(posedge CLK1) begin
      if(RST1) begin
        FULL <= 1'b0;
        ALM_FULL <= 1'b0;
      end else begin
        if(ENQ && !FULL) begin
          FULL <= (dd_gray_head == to_gray(tail+2));
          ALM_FULL <= (dd_gray_head == to_gray(tail+3)) || (dd_gray_head == to_gray(tail+2));
        end else begin
          FULL <= (dd_gray_head == to_gray(tail+1));
          ALM_FULL <= (dd_gray_head == to_gray(tail+2)) || (dd_gray_head == to_gray(tail+1));
        end
      end
    end
    dmac_memory_fifo_ram #(.W_A(ADDR_LEN), .W_D(DATA_WIDTH))
    ram (.CLK0(CLK0), .ADDR0(head), .D0('h0), .WE0(1'b0), .Q0(Q),  
         .CLK1(CLK1), .ADDR1(tail), .D1(D), .WE1(ram_we), .Q1());  
  end else begin
    always @(posedge CLK0) begin
      if(RST0) begin
        head <= 0;
      end else begin
        if(!EMPTY && DEQ) head <= head == (MEM_SIZE-1)? 0 : head + 1;
      end
    end
    always @(posedge CLK0) begin
      if(RST0) begin
        tail <= 0;
      end else begin
        if(!FULL && ENQ) tail <= tail == (MEM_SIZE-1)? 0 : tail + 1;
      end
    end
    always @(posedge CLK0) begin
      if(RST0) begin
        EMPTY <= 1'b1;
        ALM_EMPTY <= 1'b1;
      end else begin
        if(DEQ && !EMPTY) begin
          if(ENQ && !FULL) begin
            EMPTY <= (mask(tail+1) == mask(head+1));
            ALM_EMPTY <= (mask(tail+1) == mask(head+2)) || (mask(tail+1) == mask(head+1));
          end else begin
            EMPTY <= (tail == mask(head+1));
            ALM_EMPTY <= (tail == mask(head+2)) || (tail == mask(head+1));
          end
        end else begin
          if(ENQ && !FULL) begin
            EMPTY <= (mask(tail+1) == mask(head));
            ALM_EMPTY <= (mask(tail+1) == mask(head+1)) || (mask(tail+1) == mask(head));
          end else begin
            EMPTY <= (tail == mask(head));
            ALM_EMPTY <= (tail == mask(head+1)) || (tail == mask(head));
          end
        end
      end
    end
    always @(posedge CLK0) begin
      if(RST0) begin
        FULL <= 1'b0;
        ALM_FULL <= 1'b0;
      end else begin
        if(ENQ && !FULL) begin
          if(DEQ && !EMPTY) begin
            FULL <= (mask(head+1) == mask(tail+2));
            ALM_FULL <= (mask(head+1) == mask(tail+3)) || (mask(head+1) == mask(tail+2));
          end else begin
            FULL <= (head == mask(tail+2));
            ALM_FULL <= (head == mask(tail+3)) || (head == mask(tail+2));
          end
        end else begin
          if(DEQ && !EMPTY) begin
            FULL <= (mask(head+1) == mask(tail+1));
            ALM_FULL <= (mask(head+1) == mask(tail+2)) || (mask(head+1) == mask(tail+1));
          end else begin
            FULL <= (head == mask(tail+1));
            ALM_FULL <= (head == mask(tail+2)) || (head == mask(tail+1));
          end
        end
      end
    end
    dmac_memory_fifo_ram #(.W_A(ADDR_LEN), .W_D(DATA_WIDTH))
    ram (.CLK0(CLK0), .ADDR0(head), .D0('h0), .WE0(1'b0), .Q0(Q),  
         .CLK1(CLK0), .ADDR1(tail), .D1(D), .WE1(ram_we), .Q1());  
  end endgenerate
endmodule
module dmac_memory_fifo_ram(CLK0, ADDR0, D0, WE0, Q0,
                            CLK1, ADDR1, D1, WE1, Q1);
  parameter W_A = 10;
  parameter W_D = 32;
  localparam LEN = 2 ** W_A;
  input            CLK0;
  input  [W_A-1:0] ADDR0;
  input  [W_D-1:0] D0;
  input            WE0;
  output [W_D-1:0] Q0;
  input            CLK1;
  input  [W_A-1:0] ADDR1;
  input  [W_D-1:0] D1;
  input            WE1;
  output [W_D-1:0] Q1;
  reg [W_A-1:0] d_ADDR0;
  reg [W_A-1:0] d_ADDR1;
  reg [W_D-1:0] mem [0:LEN-1];
  always @(posedge CLK0) begin
    if(WE0) mem[ADDR0] <= D0;
    d_ADDR0 <= ADDR0;
  end
  always @(posedge CLK1) begin
    if(WE1) mem[ADDR1] <= D1;
    d_ADDR1 <= ADDR1;
  end
  assign Q0 = mem[d_ADDR0];
  assign Q1 = mem[d_ADDR1];
endmodule

===== /design/flow/run.sh =====
#!/bin/bash
# OpenROAD 26Q1-2900-gdf79404cd8, Yosys 0.63+post, stock flow scripts
make -C /OpenROAD-flow-scripts/flow DESIGN_CONFIG=/design/flow/config.mk WORK_HOME=/design/flow/orfs finish

==> impl_metrics.tcl <==
# implementation run metrics
set metrics [dict create \
    synthDistinctLibCells 44 \
    lay_top_cells "edfxtp_1, mux4_2, clkdlybuf4s50_1" \
    fmax_ghz 0.121 \
    die_width_um 292 \
    irDropWorstVdd_mv 0.0841 \
    clk_path_buf_depth 3 \
    path_class "reg2out" \
    drtPass1Iterations 5 \
    htreeDepth 3 \
    p_leak_nw 14.9 \
    grt_max_degree 78 \
    combPwrFrac 0.062 \
    area_delta_synth_final_pct 16.2 \
    rr_worst_depth 5 \
    yosysWarnings 2 \
    grt_pass1_vias 20997 \
    fin_total_pwr_mw 5.85 \
    end_kind "output pin" \
    hold_viol 0 \
    logic_family "multiplexers" \
    pwr_density_cell_mw_per_mm2 120 \
    cts_hold_buffers 0 \
    skew_ps 18.8 \
    mux_share 0.182 \
    drc 0 \
    yosys.area.top_type "edfxtp_1" \
    post_cts_buffers 0 \
    grt_pass1_wl_um 135000 \
    xor_area_frac 0.00751 \
    synthCells 1653 \
    io_pins 144 \
    clk_pin_slew_ps 50 \
    edf_count 1088 \
    synthAdderAreaFrac 0.00268 \
    p_clk_frac 0.427 \
    cap_violations 0 \
    status "complete, no violations" \
    final.setup.tns_ps 0 \
    avgViaCountPerCell 6.04 \
    internal_power_mw 4.69 \
    syn_area_mm2 0.0420 \
    switching_share 0.198 \
    finalCriticalPeriod_ps 8250 \
    cts_root_buf "clkbuf_16" \
    std_cell_rows 105 \
    p_switching_mw 1.16 \
    share_seq_of_total_power 0.511 \
    track_usage 0.250 \
    yosys.stat.chipArea_mm2 0.0420 \
    async_flop_share 0 \
    top_area_frac 0.778 \
    dp_hpwl_um 45300 \
    io_buffers 143 \
    setup_viol 0 \
    compound_area_frac 0.00370 \
    detail-route-antenna-nets 0 \
    cts_resized 0 \
    coreArea_mm2 0.0826 \
    grt-ovfl-total 0 \
    wl_per_cell_um 29.6 \
    vias 18379 \
    die-area_mm2 0.0851 \
    wl_um 90100 \
    hp-class "reg2reg" \
    arrival_ps 4790 \
    fp.dieH_um 292 \
    slew_viol_final 0 \
    gp_congestion 0.808 \
    grt_antenna_before_repair 10 \
    layout-drive-gt1-share 0.301 \
    ys_seq_elements 1104 \
    syn_area_per_cell_um2 25.4 \
    cts_tree "done" \
    ys_seq_share 0.786 \
    clkSinkCount 1104 \
    slew_headroom 0.396 \
    clock_latency_ps 660 \
    period_used_share 0.477 \
    cts_made_buffers 111 \
    tool_warnings 31 \
    tightest_slew_ps 904 \
    cp-start-kind "register" \
    reg2reg_slack_ps 13640 \
    final_common_cell "edfxtp_1" \
    r2r_end "inst_dmac_memory_fifo.genblk1.ram.mem[8][16]" \
    ys.flop_type "edfxtp_1" \
    crit_fanout 35 \
    ys_cells 1653 \
    simple_gate_area_frac 0.00748 \
    final_core_util 0.590 \
    rsz0062_at_grt "false" \
    initial_core_util 0.508 \
    drt_first_iter_violations 955 \
    ys_top_cells_by_area "edfxtp_1, mux4_2, dfxtp_1, buf_2, clkbuf_1" \
    r2r_start "inst_dmac_memory_fifo.FULL" \
    worst_ep_required_time_ps 13840 \
    worstSetupEndpoint "head_word_size[32]" \
]
[layer usage]
layer / up-vias / routed length (um) / track usage
met1: 9224 / 27700 / 0.333
met3: 137 / 15900 / 0.190
li1: 7683 / - / -
met5: - / 229 / 0.0261
met2: 1317 / 44500 / 0.361
met4: 18 / 1680 / 0.0366
[cell usage after synthesis, drive strengths merged, types with 6 or more instances]
cell,number
a21oi,9
buf,45
clkbuf,41
dfxtp,16
edfxtp,1088
ha,9
mux4,340
nand2,16
nor2,17
nor3,6
xnor2,9
xor2,9
[critical path, stage by stage, from the launching register on]
cell             delay [ps]
dfxtp_4                 660
buf_4                   660
buf_4                   570
buf_4                   580
mux4_2                  570
mux4_2                  560
clkdlybuf4s50_1         430
[logic make-up (layout without fill, tap and decap cells)]
logic type / count (synthesis) / count (layout)
muxes: 340 / 340
adders and majority gates: 9 / 9
xor gates and xnor gates: 24 / 24
buffers and inverters: 89 / 409
and+or+nand+nor: 64 / 64
DFF: 1104 / 1104
other: 0 / 2
AOI/OAI and AO/OA: 23 / 23
[how the worst min path moves through the flow]
stage                                 start       end  slack, ps  cells after the start
finish        inst_dmac_memory_fifo.head[1]  register        450                      0
global route  inst_dmac_memory_fifo.head[1]  register        470                      0
CTS           inst_dmac_memory_fifo.head[1]  register        460                      0
[power by group through the flow]
stage | Clock, mW | Sequential, mW | Combinational [mW]
CTS | 2.55 | 2.99 | 0.375
global route | 2.65 | 2.99 | 0.397
finish | 2.50 | 2.99 | 0.365
[flip-flops by register name, indices dropped and copies added (netlist names), named ones only]
name	count
inst_dmac_memory_fifo.head	4
inst_dmac_memory_fifo.tail	4
inst_dmac_memory_fifo.genblk1.ram.mem	1088
inst_dmac_memory_fifo.ALM_FULL	1
inst_dmac_memory_fifo.ALM_EMPTY	1
inst_dmac_memory_fifo.FULL	1
inst_dmac_memory_fifo.EMPTY	1
[final cells by class]
class                           instances  area (um^2)
Fill cell                            5582        33800
Sequential cell                      1104        33000
Multi-Input combinational cell        460         8660
Clock buffer                          126         2920
Timing Repair Buffer                  199         1900
Tap cell                             1070         1340
Clock inverter                         81          945
Inverter                                3         11.3
Antenna cell                            2         5.00
[per-stage QoR]
step	setup WS [ps]	hold slack, ps	cell area [um^2]	std cells
6_report	9050	453	48800	3045
5_1_grt	8680	465	48800	3044
4_1_cts	8860	460	48800	3043
3_5_place_dp	9560	450	44900	2836
3_3_place_gp	9600	442	44900	2836
2_1_floorplan	7970	350	42000	1653
