==> flow/config.mk <==
export PLATFORM = sky130hd
export DESIGN_NAME = DMAC_IOCHANNEL
export DESIGN_NICKNAME = DMAC_IOCHANNEL
export VERILOG_FILES = /design/flow/design.v
export SDC_FILE = /design/flow/constraint.sdc
export NUM_CORES = 4
export LEC_CHECK = 1
export CORE_UTILIZATION = 30
==> flow/constraint.sdc <==
current_design DMAC_IOCHANNEL

set clk_period 10.0
set clk_io_pct 0.2

create_clock -name clk0 -period $clk_period [get_ports {ACLK}]
create_clock -name clk1 -period $clk_period [get_ports {coram_clk}]

set non_clock_inputs [all_inputs -no_clocks]
set_input_delay [expr $clk_period * $clk_io_pct] -clock clk0 $non_clock_inputs
set_output_delay [expr $clk_period * $clk_io_pct] -clock clk0 [all_outputs]
==> flow/design.v <==
module DMAC_IOCHANNEL #
  (
   parameter W_D = 32,  
   parameter W_EXT_A = 32,  
   parameter W_BOUNDARY_A = 12,  
   parameter W_BLEN = 8,  
   parameter MAX_BURST_LEN = 256,  
   parameter FIFO_ADDR_WIDTH = 4,
   parameter ASYNC = 1,
   parameter WITH_TIMEOUT = 1,
   parameter TIMEOUT_VALUE = 'h3fff_ffff
   )
  (
   input wire ACLK,
   input wire ARESETN,
   input                    coram_clk,
   input                    coram_rst,
   input                    coram_deq,
   output     [W_D-1:0]     coram_q,
   output                   coram_empty,
   output                   coram_almost_empty,
   input                    coram_enq,
   input      [W_D-1:0]     coram_d,
   output                   coram_full,
   output                   coram_almost_full,
   input wire [W_EXT_A-1:0] awaddr,
   input wire [W_BLEN-1:0]  awlen,
   input wire               awvalid,
   output reg               awready,
   input wire [W_D-1:0]     wdata,
   input wire [(W_D/8)-1:0] wstrb,
   input wire               wlast,
   input wire               wvalid,
   output wire              wready,
   input wire [W_EXT_A-1:0] araddr,
   input wire [W_BLEN-1:0]  arlen,
   input wire               arvalid,
   output reg               arready,
   output wire [W_D-1:0]    rdata,
   output wire              rlast,
   output wire              rvalid,
   input wire               rready
   );
  reg aresetn_r;
  reg aresetn_rr;
  reg aresetn_rrr;
  always @(posedge ACLK) begin
    aresetn_r <= ARESETN;
    aresetn_rr <= aresetn_r;
    aresetn_rrr <= aresetn_rr;
  end
  wire fifo_read_deq;
  wire [W_D-1:0] fifo_read_data;
  wire fifo_read_empty;
  wire fifo_read_almost_empty;
  wire fifo_write_enq;
  wire [W_D-1:0] fifo_write_data;
  wire fifo_write_full;
  wire fifo_write_almost_full;
  dmac_iochannel_fifo # (.ADDR_LEN(FIFO_ADDR_WIDTH), .DATA_WIDTH(W_D), .ASYNC(ASYNC))
  write_fifo
    (.CLK0(coram_clk), .RST0(coram_rst), .Q(coram_q), .DEQ(coram_deq), 
     .EMPTY(coram_empty), .ALM_EMPTY(coram_almost_empty),
     .CLK1(ACLK), .RST1(~ARESETN), .D(fifo_write_data), .ENQ(fifo_write_enq), 
     .FULL(fifo_write_full), .ALM_FULL(fifo_write_almost_full));
  dmac_iochannel_fifo # (.ADDR_LEN(FIFO_ADDR_WIDTH), .DATA_WIDTH(W_D), .ASYNC(ASYNC))
  read_fifo
    (.CLK0(ACLK), .RST0(~ARESETN), .Q(fifo_read_data), .DEQ(fifo_read_deq),
     .EMPTY(fifo_read_empty), .ALM_EMPTY(fifo_read_almost_empty),
     .CLK1(coram_clk), .RST1(coram_rst), .D(coram_d), .ENQ(coram_enq),
     .FULL(coram_full), .ALM_FULL(coram_almost_full));
  reg read_busy;
  reg write_busy;
  reg read_status_busy;
  reg [W_EXT_A:0] read_count;
  reg [W_EXT_A:0] write_count;
  reg d_rvalid;
  reg d_rready;
  reg [W_D-1:0] d_rdata;
  reg d_fifo_read_deq;
  reg [63:0] timeout_count;
  reg timeout;
  function [W_BOUNDARY_A-1:0] get_offset;
    input [W_EXT_A-1:0] in;
    get_offset = in[W_BOUNDARY_A-1:0];
  endfunction
  always @(posedge ACLK) begin
    if(aresetn_rrr == 0) begin
      awready <= 0;
      arready <= 0;
      read_busy <= 0;
      write_busy <= 0;
      read_status_busy <= 0;
      read_count <= 0;
      write_count <= 0;
      timeout_count <= 0;
      timeout <= 0;
    end else if(read_busy) begin
      awready <= 0;
      arready <= 0;
      if(fifo_read_deq) begin
        read_count <= read_count - 1;
        timeout_count <= 0;
        timeout <= 0;
      end
      if(read_count == 0 && rvalid && rready) begin
        read_busy <= 0;
      end
      if(!fifo_read_deq) begin
        timeout_count <= timeout_count + 1;
        if(timeout_count == TIMEOUT_VALUE - 1) begin
          timeout <= 1;
        end
      end
      if(WITH_TIMEOUT && timeout) begin
        read_count <= read_count - 1;
      end
    end else if(write_busy) begin
      awready <= 0;
      arready <= 0;
      if(wvalid && !fifo_write_almost_full) begin
        write_count <= write_count - 1;
        timeout_count <= 0;
        timeout <= 0;
        if(write_count == 1) begin
          write_busy <= 0;
        end
      end
      if(wvalid && fifo_write_almost_full) begin
        timeout_count <= timeout_count + 1;
        if(timeout_count == TIMEOUT_VALUE - 1) begin
          timeout <= 1;
        end
      end
      if(wvalid && WITH_TIMEOUT && timeout) begin
        write_count <= write_count - 1;
      end
    end else if(read_status_busy) begin
      awready <= 0;
      arready <= 0;
      timeout_count <= 0;
      timeout <= 0;
      if(rvalid && rready) begin
        read_count <= read_count - 1;
        if(read_count == 1) begin
          read_status_busy <= 0;
        end
      end
    end else begin
      awready <= 0;
      arready <= 0;
      read_count <= 0;
      write_count <= 0;
      timeout_count <= 0;
      timeout <= 0;
      if(awvalid) begin
        write_busy <= 1;
        awready <= 1;
        write_count <= awlen + 1;
      end else if(arvalid) begin
        if(get_offset(araddr) == 0) begin
          read_busy <= 1;
          arready <= 1;
          read_count <= arlen + 1;
        end else begin
          read_status_busy <= 1;
          arready <= 1;
          read_count <= arlen + 1;
        end
      end
    end
  end
  assign wready = !fifo_write_almost_full && write_busy;
  assign fifo_write_enq = wvalid && !fifo_write_almost_full && write_busy;
  assign fifo_write_data = wdata;
  assign fifo_read_deq = read_busy && (!rvalid || rready) && read_count > 0 && !fifo_read_empty;
  assign rdata = (read_status_busy)? {fifo_write_full, fifo_read_empty}:
                 (timeout)? 'hffff_ffff:
                 (d_fifo_read_deq)? fifo_read_data : d_rdata;
  assign rvalid = (read_status_busy)? 1'b1:
                  (d_fifo_read_deq || (d_rvalid && !d_rready) && read_busy) ||
                  (WITH_TIMEOUT && timeout);
  assign rlast = (read_count == 0);
  always @(posedge ACLK) begin
    if(aresetn_rrr == 0) begin
      d_rvalid <= 0;
      d_rready <= 0;
      d_rdata <= 0;
      d_fifo_read_deq <= 0;
    end else begin
      d_rvalid <= rvalid;
      d_rready <= rready;
      d_rdata <= rdata;
      d_fifo_read_deq <= fifo_read_deq;
    end
  end
endmodule
module dmac_iochannel_fifo(CLK0, RST0, Q, DEQ, EMPTY, ALM_EMPTY,
                           CLK1, RST1, D, ENQ,  FULL,  ALM_FULL);
  parameter ADDR_LEN = 10;
  parameter DATA_WIDTH = 32;
  parameter ASYNC = 1;
  localparam MEM_SIZE = 2 ** ADDR_LEN;
  input                   CLK0;
  input                   RST0;
  output [DATA_WIDTH-1:0] Q;
  input                   DEQ;
  output                  EMPTY;
  output                  ALM_EMPTY;
  input                   CLK1;
  input                   RST1;
  input  [DATA_WIDTH-1:0] D;
  input                   ENQ;
  output                  FULL;
  output                  ALM_FULL;
  reg EMPTY;
  reg ALM_EMPTY;
  reg FULL;
  reg ALM_FULL;
  reg [ADDR_LEN-1:0] head;
  reg [ADDR_LEN-1:0] tail;
  reg [ADDR_LEN-1:0] gray_head_cdc_from;
  reg [ADDR_LEN-1:0] gray_tail_cdc_from;
  reg [ADDR_LEN-1:0] d_gray_head_cdc_to;
  reg [ADDR_LEN-1:0] d_gray_tail_cdc_to;
  reg [ADDR_LEN-1:0] dd_gray_head;
  reg [ADDR_LEN-1:0] dd_gray_tail;
  wire ram_we;
  assign ram_we = ENQ && !FULL;
  function [ADDR_LEN-1:0] to_gray;
    input [ADDR_LEN-1:0] in;
    to_gray = in ^ (in >> 1);
  endfunction
  function [ADDR_LEN-1:0] mask;
    input [ADDR_LEN-1:0] in;
    mask = in[ADDR_LEN-1:0];
  endfunction
  generate if(ASYNC) begin
    always @(posedge CLK0) begin
      if(RST0) begin
        head <= 0;
        gray_head_cdc_from <= 0;
      end else begin
        if(!EMPTY && DEQ) head <= head == (MEM_SIZE-1)? 0 : head + 1;
        if(!EMPTY && DEQ) gray_head_cdc_from <= head == (MEM_SIZE-1)? to_gray(0) : to_gray(head + 1);
      end
    end
    always @(posedge CLK1) begin
      if(RST1) begin
        tail <= 0;
        gray_tail_cdc_from <= 0;
      end else begin
        if(!FULL && ENQ) tail <= tail == (MEM_SIZE-1)? 0 : tail + 1;
        if(!FULL && ENQ) gray_tail_cdc_from <= tail == (MEM_SIZE-1)? to_gray(0) : to_gray(tail + 1);
      end
    end
    always @(posedge CLK1) begin
      d_gray_head_cdc_to <= gray_head_cdc_from;
      dd_gray_head <= d_gray_head_cdc_to;
    end
    always @(posedge CLK0) begin
      d_gray_tail_cdc_to <= gray_tail_cdc_from;
      dd_gray_tail <= d_gray_tail_cdc_to;
    end
    always @(posedge CLK0) begin
      if(RST0) begin
        EMPTY <= 1'b1;
        ALM_EMPTY <= 1'b1;
      end else begin
        if(DEQ && !EMPTY) begin
          EMPTY <= (dd_gray_tail == to_gray(head+1));
          ALM_EMPTY <= (dd_gray_tail == to_gray(head+2)) || (dd_gray_tail == to_gray(head+1));
        end else begin
          EMPTY <= (dd_gray_tail == to_gray(head));
          ALM_EMPTY <= (dd_gray_tail == to_gray(head+1)) || (dd_gray_tail == to_gray(head));
        end
      end
    end
    always @(posedge CLK1) begin
      if(RST1) begin
        FULL <= 1'b0;
        ALM_FULL <= 1'b0;
      end else begin
        if(ENQ && !FULL) begin
          FULL <= (dd_gray_head == to_gray(tail+2));
          ALM_FULL <= (dd_gray_head == to_gray(tail+3)) || (dd_gray_head == to_gray(tail+2));
        end else begin
          FULL <= (dd_gray_head == to_gray(tail+1));
          ALM_FULL <= (dd_gray_head == to_gray(tail+2)) || (dd_gray_head == to_gray(tail+1));
        end
      end
    end
    dmac_iochannel_fifo_ram #(.W_A(ADDR_LEN), .W_D(DATA_WIDTH))
    ram (.CLK0(CLK0), .ADDR0(head), .D0('h0), .WE0(1'b0), .Q0(Q),  
         .CLK1(CLK1), .ADDR1(tail), .D1(D), .WE1(ram_we), .Q1());  
  end else begin
    always @(posedge CLK0) begin
      if(RST0) begin
        head <= 0;
      end else begin
        if(!EMPTY && DEQ) head <= head == (MEM_SIZE-1)? 0 : head + 1;
      end
    end
    always @(posedge CLK0) begin
      if(RST0) begin
        tail <= 0;
      end else begin
        if(!FULL && ENQ) tail <= tail == (MEM_SIZE-1)? 0 : tail + 1;
      end
    end
    always @(posedge CLK0) begin
      if(RST0) begin
        EMPTY <= 1'b1;
        ALM_EMPTY <= 1'b1;
      end else begin
        if(DEQ && !EMPTY) begin
          if(ENQ && !FULL) begin
            EMPTY <= (mask(tail+1) == mask(head+1));
            ALM_EMPTY <= (mask(tail+1) == mask(head+2)) || (mask(tail+1) == mask(head+1));
          end else begin
            EMPTY <= (tail == mask(head+1));
            ALM_EMPTY <= (tail == mask(head+2)) || (tail == mask(head+1));
          end
        end else begin
          if(ENQ && !FULL) begin
            EMPTY <= (mask(tail+1) == mask(head));
            ALM_EMPTY <= (mask(tail+1) == mask(head+1)) || (mask(tail+1) == mask(head));
          end else begin
            EMPTY <= (tail == mask(head));
            ALM_EMPTY <= (tail == mask(head+1)) || (tail == mask(head));
          end
        end
      end
    end
    always @(posedge CLK0) begin
      if(RST0) begin
        FULL <= 1'b0;
        ALM_FULL <= 1'b0;
      end else begin
        if(ENQ && !FULL) begin
          if(DEQ && !EMPTY) begin
            FULL <= (mask(head+1) == mask(tail+2));
            ALM_FULL <= (mask(head+1) == mask(tail+3)) || (mask(head+1) == mask(tail+2));
          end else begin
            FULL <= (head == mask(tail+2));
            ALM_FULL <= (head == mask(tail+3)) || (head == mask(tail+2));
          end
        end else begin
          if(DEQ && !EMPTY) begin
            FULL <= (mask(head+1) == mask(tail+1));
            ALM_FULL <= (mask(head+1) == mask(tail+2)) || (mask(head+1) == mask(tail+1));
          end else begin
            FULL <= (head == mask(tail+1));
            ALM_FULL <= (head == mask(tail+2)) || (head == mask(tail+1));
          end
        end
      end
    end
    dmac_iochannel_fifo_ram #(.W_A(ADDR_LEN), .W_D(DATA_WIDTH))
    ram (.CLK0(CLK0), .ADDR0(head), .D0('h0), .WE0(1'b0), .Q0(Q),  
         .CLK1(CLK0), .ADDR1(tail), .D1(D), .WE1(ram_we), .Q1());  
  end endgenerate
endmodule
module dmac_iochannel_fifo_ram(CLK0, ADDR0, D0, WE0, Q0,
                               CLK1, ADDR1, D1, WE1, Q1);
  parameter W_A = 10;
  parameter W_D = 32;
  localparam LEN = 2 ** W_A;
  input            CLK0;
  input  [W_A-1:0] ADDR0;
  input  [W_D-1:0] D0;
  input            WE0;
  output [W_D-1:0] Q0;
  input            CLK1;
  input  [W_A-1:0] ADDR1;
  input  [W_D-1:0] D1;
  input            WE1;
  output [W_D-1:0] Q1;
  reg [W_A-1:0] d_ADDR0;
  reg [W_A-1:0] d_ADDR1;
  reg [W_D-1:0] mem [0:LEN-1];
  always @(posedge CLK0) begin
    if(WE0) mem[ADDR0] <= D0;
    d_ADDR0 <= ADDR0;
  end
  always @(posedge CLK1) begin
    if(WE1) mem[ADDR1] <= D1;
    d_ADDR1 <= ADDR1;
  end
  assign Q0 = mem[d_ADDR0];
  assign Q1 = mem[d_ADDR1];
endmodule
==> flow/run.sh <==
#!/bin/bash
# OpenROAD 26Q1-2900-gdf79404cd8, Yosys 0.63+post, stock flow scripts
make -C /OpenROAD-flow-scripts/flow DESIGN_CONFIG=/design/flow/config.mk WORK_HOME=/design/flow/orfs finish
==> flow_metrics.py <==
# Auto-generated metrics
metrics = {
    "flow_run": {
        "tool_warnings": 97,
        "maxCapViolCount": 0,
    },
    "worst_setup_path": {
        "crit_arrival_ps": 4220,
        "critical_path_class": "reg2out",
        "crit_fanout": 36,
        "critPathRequiredTime_ps": 8000,
        "path_cells": "buf_4 -> mux4_2 -> mux4_2 -> a21oi_1 -> nor2_1 -> clkdlybuf4s50_1",
        "end_kind": "output port",
        "critPathMaxStageDelay_ps": 790,
        "cp-start-kind": "flop",
        "crit_slowest_cell": "dfxtp_4",
        "cp_common_cell": "mux4_2",
    },
    "timing": {
        "finalHoldViolCount": 0,
        "tns_ps": 0,
        "rsz0062_at_grt": "false",
        "worst_pin_slew_ps": 771.4,
        "skew_ps": 58.41,
        "relSlewSlack": 0.4810,
        "setup_viol": 0,
        "timing.final.max_slew_violations": 0,
    },
    "placed_design": {
        "gp_congestion": 0.8054,
        "placed_area_sq_um": 54920,
        "numPortBuffers": 173,
        "dp.final_hpwl_um": 61390,
    },
    "global_routing": {
        "grt_antenna_before_repair": 22,
        "grt_use_total": 0.1477,
        "grt_pass1_wl_um": 174300,
        "grt_start_max_net_pins": 64,
        "gr-total-overflow": 0,
        "first_global_vias": 27880,
    },
    "power": {
        "peakVddDrop_mv": 0.1504,
        "leakagePower_nw": 18.64,
        "power.total_w": 0.01162,
        "power.density_nw_per_um2": 195.4,
    },
    "layout": {
        "drive_gt1_frac": 0.2029,
        "final_cell_mix": "edfxtp_1 (1024), mux4_2 (318), dfxtp_1 (238), nor2_1 (232), clkdlybuf4s50_1 (173)",
        "fill_cells": 15210,
        "finalInstanceArea_sq_um": 59490,
        "lay_top_count": "edfxtp_1",
        "syn2layout_area_growth_pct": 18.47,
    },
    "floorplan": {
        "fp_util": 0.3033,
        "die_width_um": 411.1,
        "rows": 149,
        "die-area_sq_um": 169000,
        "die_h_um": 411.1,
        "coreArea_sq_um": 165500,
        "ios": 232,
    },
    "detailed_routing": {
        "num_vias": 26170,
        "wirelength_um": 116900,
        "drcViolationCount": 0,
        "dr.pass1.iters": 5,
        "drt-initial-drc-count": 1562,
        "post_drt_wl_per_cell_um": 21.68,
        "viasPerCell": 4.852,
        "final_antenna_net_count": 0,
    },
    "logic_synthesis": {
        "ys_types": 68,
        "ys_seq_frac": 0.7117,
        "edf_count": 1024,
        "synthCells": 2853,
        "ys_cells": 2853,
        "synth_area_sq_um": 50210,
        "ys_ff": 1273,
        "ys_chip_area_sq_um": 50210,
        "ys_warn_count": 3,
        "syn_avg_cell_area_sq_um": 17.60,
        "synthArstFlopShare": 0,
        "synthFlopType": "edfxtp_1",
    },
    "clock_network": {
        "cts_sinks": 1273,
        "cts_setup_buffers": 0,
        "holdBufCountCts": 0,
        "cts_resized": 0,
        "cts_tree": "built",
        "clk_pin_slew_ps": 60,
    },
    "outcome": {
        "status": "finished clean",
    },
    "min_path": {
        "hp-class": "reg2reg",
    },
}
-- cells by family after synthesis --
family,synth area share
adders and majority gates,0.007226
buffers and inverters,0.01346
muxes,0.1453
and+or+nand+nor,0.06396
xor gates and xnor gates,0.02895
AOI/OAI and AO/OA,0.02943
DFF,0.7117
-- flip-flops by register name, summed over array words and instances (netlist names), 4 cells and up --
name and flops:
read_fifo.genblk1.ram.d_ADDR0 4, write_fifo.d_gray_tail_cdc_to 4, timeout_count 64, write_fifo.genblk1.ram.mem 512, read_fifo.gray_tail_cdc_from 4, write_fifo.head 4
d_rdata 32, read_count 33, read_fifo.dd_gray_head 4, write_fifo.d_gray_head_cdc_to 4, read_fifo.dd_gray_tail 4, write_count 33
read_fifo.gray_head_cdc_from 4, read_fifo.genblk1.ram.mem 512, read_fifo.d_gray_head_cdc_to 4, write_fifo.tail 4, write_fifo.dd_gray_head 4, read_fifo.d_gray_tail_cdc_to 4
write_fifo.dd_gray_tail 4, write_fifo.genblk1.ram.d_ADDR0 4
-- worst max-delay path, delay by kind of cell, from the launching register on --
| kind | cells | cell delay (ps) |
|---|---|---|
| buffers and inverters | 2 | 1140 |
| muxes | 2 | 1060 |
| DFF | 1 | 790 |
| AOI/OAI and AO/OA | 1 | 430 |
| and+or+nand+nor | 1 | 80 |
-- synth_stat cells (5+ instances only) --
cell         n  area share
inv_1       35      0.0026
clkbuf_1   101      0.0076
nand2_1     84      0.0063
buf_1       32      0.0024
buf_2        6     0.00060
and4_1       5     0.00087
mux2i_1      9      0.0018
a211oi_1     9      0.0013
o31a_1       5     0.00087
nand2b_1    17      0.0021
and2_1      12      0.0015
xor2_1      76       0.013
or2_2       10      0.0012
or4_1       18      0.0027
a21o_1      31      0.0046
mux4_2     318        0.14
nor2b_1     15      0.0019
a22oi_1     14      0.0021
nor2_1     256       0.019
a31oi_1      7     0.00087
and3_1      15      0.0019
a21oi_1     74      0.0074
dfxtp_1    249       0.099
edfxtp_1  1024        0.61
or3_1       23      0.0029
ha_1        29      0.0072
nand3b_1     9      0.0013
o31ai_1      8      0.0012
o21ai_0     21      0.0021
nor3_1      48      0.0048
nand3_1     60      0.0060
nand4_1     28      0.0035
o211ai_1     7      0.0010
o211a_1      5      0.0010
nor4_1      42      0.0052
xnor2_1     90       0.016
-- metrics by stage --
| stage | cells | utilization | hold slack, ps | worst slack [ps] |
|---|---|---|---|---|
| 6_report | 5393 | 0.3593 | 318.3 | 3784 |
| 5_1_grt | 5392 | 0.3593 | 328.4 | 3528 |
| 4_1_cts | 5392 | 0.3593 | 300.1 | 3630 |
| 3_5_place_dp | 5142 | 0.3318 | 312.8 | 4370 |
| 3_3_place_gp | 5142 | 0.3318 | 312.1 | 4360 |
| 2_1_floorplan | 2853 | - | 309.6 | 4374 |
-- per-layer routing --
metal | global-route usage | part of all wire | wire [um]
met4 | 0.03224 | 0.025 | 2951
met3 | 0.1107 | 0.16 | 18260
met2 | 0.2273 | 0.48 | 56010
met5 | 0.005088 | 0.0033 | 384
met1 | 0.1641 | 0.34 | 39300
-- power by group --
| part | switching [W] | total [W] | internal, W |
|---|---|---|---|
| Clock | 0.00216 | 0.00511 | 0.00294 |
| Sequential | 0.0000477 | 0.00584 | 0.00579 |
| Combinational | 0.000382 | 0.000675 | 0.000293 |
-- layout make-up --
type / instances / area, sq um / share of cell area
tap: 2189 / 2739 / 0.04604
clock inverter: 84 / 973.4 / 0.01636
multi-input combinational: 1404 / 14040 / 0.2360
inverter: 35 / 131.4 / 0.002208
clock buffer: 166 / 3588 / 0.06032
sequential: 1273 / 35760 / 0.6011
timing repair buffer: 241 / 2255 / 0.03790
antenna: 1 / 2.502 / 0.00004207
-- path summary, 6_finish.rpt --
path | depth (start not counted) | endpoint | slack [ps] | from
worst max-delay path | 6 | rdata[15] | 3780 | read_fifo.genblk1.ram.d_ADDR0[0]
worst min-delay path | 0 | read_fifo.d_gray_tail_cdc_to[1] | 320 | read_fifo.gray_tail_cdc_from[1]
worst max register to register | 6 | write_fifo.genblk1.ram.mem[14][31] | 6490 | write_busy
worst min register to register | 0 | read_fifo.d_gray_tail_cdc_to[1] | 320 | read_fifo.gray_tail_cdc_from[1]
max in group clk1 | 5 | read_fifo.genblk1.ram.mem[11][1] | 5810 | coram_enq
min in group clk1 | 0 | read_fifo.dd_gray_head[0] | 330 | read_fifo.d_gray_head_cdc_to[0]
Power is estimated from default activity; no workload was simulated.
